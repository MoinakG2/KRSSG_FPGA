`design/flow/config.mk`:
```
export PLATFORM = sky130hd
export DESIGN_NAME = kicker
export DESIGN_NICKNAME = kicker
export VERILOG_FILES = /design/flow/design.v
export SDC_FILE = /design/flow/constraint.sdc
export NUM_CORES = 4
export LEC_CHECK = 1
export CORE_UTILIZATION = 50
```
`design/flow/constraint.sdc`:
```
current_design kicker

set clk_period 3.8
set clk_io_pct 0.2

create_clock -name clk0 -period $clk_period [get_ports {clk}]

set non_clock_inputs [all_inputs -no_clocks]
set_input_delay [expr $clk_period * $clk_io_pct] -clock clk0 $non_clock_inputs
set_output_delay [expr $clk_period * $clk_io_pct] -clock clk0 [all_outputs]
```
`design/flow/design.v`:
```
`timescale 1ns / 1ps
module kicker(input clk , input charge_flag , input [6:0]kick_time ,input ir ,output charge ,output Trigger 
    );
reg state = 0  ;
reg next_state = 0;
reg [19:0]counter = 0;
reg [19:0]set_time = 0;
reg invalid = 1;
reg charge = 0;
reg Trigger = 1;
parameter IDLE = 0, Begin_charge = 1;
always
begin
		  if(kick_time==7'b0000001)  begin set_time<=957550; invalid = 1; end
	else if(kick_time==7'b0000011)  begin set_time<=873476; invalid = 1; end
	else if(kick_time==7'b0000111)  begin set_time<=833576; invalid = 1; end
	else if(kick_time==7'b0011111)  begin set_time<=788576; invalid = 1; end
	else if(kick_time==7'b1000000)  begin set_time<=748576; invalid = 1; end
	else if(kick_time==7'b1100000)  begin set_time<=648576; invalid = 1; end
	else if(kick_time==7'b1110000)  begin set_time<=548576; invalid = 1; end
	else if(kick_time==7'b1111000)  begin set_time<=498576; invalid = 1; end
	else if(kick_time==7'b1111100)  begin set_time<=448576; invalid = 1; end
	else if(kick_time==7'b1111110)  begin set_time<=394876; invalid = 1; end
	else if(kick_time==7'b1111111)  begin set_time<=1;      invalid = 1; end
	else invalid = 0;
end
always @(posedge clk)
begin
	state <= next_state;
	case(state)
	IDLE: if(charge_flag&invalid)
				begin
				next_state = Begin_charge;
				counter = set_time;
				charge = 0;
				Trigger = 0;
				end
			else
				begin
				next_state = IDLE;
				charge = 1;
				Trigger = 0;
				counter = set_time;
				end
	Begin_charge: if(counter == 0)
							begin
							next_state = IDLE;
							charge = 1;
							Trigger = 1;
							end
					  else
							begin
							next_state = Begin_charge;
							counter = counter +1;
							charge = 0;
							Trigger = 0;
					  end
	endcase
end
endmodule
```
`design/flow/run.sh`:
```
#!/bin/bash
# OpenROAD 26Q1-2900-gdf79404cd8, Yosys 0.63+post, stock flow scripts
make -C /OpenROAD-flow-scripts/flow DESIGN_CONFIG=/design/flow/config.mk WORK_HOME=/design/flow/orfs finish
```
==> notes.md <==
yosys + openroad results -> final instance area=2340 µm², Avg Inst Size Synth=9.19 µm², maximum clock frequency=424 MHz, number of warnings the tools reported=28, largest area contributor in the netlist=sky130_fd_sc_hd__edfxtp_1, overflow left after global routing=0, DRC violation total after the first TritonRoute iteration=126, worst min path class=reg2reg, routed wirelength normalized by instance count=between 10 and 15 µm, worst-case setup margin in the final layout=about 1.4 ns, number of search-and-repair iterations in the first detailed-routing pass=5, Yosys Chip Area=around 2100 µm², clock tree from TritonCTS=yes, # DRC=0, Post-CTS Setup Repair Bufs=0, cts hold-fix bufs=0, crit path launch type=flip-flop, clock transition at the registers of the reported paths=0.09 ns, post-synthesis sequential element count=roughly 44, number of core rows=23, number of buffers inserted during clock tree synthesis=3, reg-to-reg startpoint=state, async set or reset register ratio after synthesis=0%, TNS Setup=0 ns, die width=~67 µm, worst-path cell chain=buf_4, inv_1, nor4_1, nand4_1, buf_4, final core utilization=58.0%, cell count along the critical path=5, hold violation count in the final report=0, source-to-sink clock delay at the later pin of the worst-skew pair=between 0.2 and 0.3 ns, # fillers=340, area of the mapped netlist=about 2100 µm², chip footprint=between 4000 and 5000 µm², main flop type after synthesis=sky130_fd_sc_hd__edfxtp_1, Yosys warnings=1, final-report setup violation count=0, slowest cell on the critical path=sky130_fd_sc_hd__nand4_1, vias in the first global route=about 1600, worst reg-to-reg path cell count=5, number of synthesized flops with an enable pin=20, Routed Wire Length=approximately 4300 µm, register pins left without a clock=20, number of antenna violations at the first check in global routing=0, Leak Pwr=a little under 0.0009 µW, clock root buffer master=sky130_fd_sc_hd__clkbuf_8, largest cells by area after synthesis=sky130_fd_sc_hd__edfxtp_1 (28%), sky130_fd_sc_hd__dlxtn_1 (14%), sky130_fd_sc_hd__nor2_1 (4.8%), sky130_fd_sc_hd__xnor2_1 (4.5%), sky130_fd_sc_hd__a21oi_1 (4.0%), routed metal-1 wirelength=2020 µm, Met2 Wirelength=2030 µm, yosys cell count=between 200 and 250, met3 routed WL=203 µm, CP endpoint kind=flip-flop, gpl congestion=0.846, synthesized netlist cell count=between 200 and 250, Pins Over Slew Limit=0, cell with the most instances after synthesis=sky130_fd_sc_hd__nor2_1, register-to-register setup slack=1.44 ns, overall global routing resource usage=22.4%, first-pass GRT wire length=7360 µm, Floorplan Utilization=~53%, Vert. Die Dim=67.1 µm, setup repair after global routing missed its margin=false, start-to-end type of the worst setup path=reg2reg, post-place setup slack=approximately 1.3 ns, DP HPWL=between 3000 and 4000 µm, run status=completed, slowest stage delay, CP=~0.54 ns, delay-heaviest family, CP=buffers and inverters, final worst path period need=around 2.4 ns, layout overhead on the synthesized area=10.1%, synth unique cells=57, post-placement cell area=2260 µm², Antenna Violating Nets Remaining=0, crit path DRT=~3.8 ns, start point of the worst min-delay path=next_state, maximum net fanout on the critical path=39, power per standard cell area=just under 300 nW/µm², hold path depth=0, Core Box Area=a little over 4000 µm², Setup crit start=state, maximum capacitance violations=0, cell types with the highest counts after synthesis=sky130_fd_sc_hd__nor2_1 (27), sky130_fd_sc_hd__dlxtn_1 (20), sky130_fd_sc_hd__edfxtp_1 (20), pin count of the biggest net entering global routing=around 40, Final Skew=around 0.0083 ns, count of endpoints without a timing constraint=20, cell mode on critical path=sky130_fd_sc_hd__buf_4, signal arrival time at the worst endpoint=approximately 2.4 ns, CTS H-tree lvls=1, count of buffers inserted at the top-level ports=10, Worst-Margin Slew=about 0.60 ns, Top Ports=12, Vias per Instance=~6.1, number of resized instances in the post-cts repair step=0, fraction of layout cells with a size suffix above 1=a little over a tenth, Highest Signal Layer=met4, area share, top type=28.3%, max_slew headroom=60.1%, fin cells=about 290, Max VDD drop=0.000199 V, final clock period utilization by the worst path=a little over 60%, worst path bufs/invs=3, total placed cells including tap cells=between 200 and 300, clock buffer depth=2, Vias=1743, Diodes inserted=0
## layout make-up
cell class / instances / area (µm²) / area share (%)
multi-input cells: 168 / 1060 / 45.6
well taps: 50 / 62.6 / 2.68
clock inverters: 1 / 30.0 / 1.29
clock buffers: 3 / 41.3 / 1.77
flip-flops and latches: 44 / 981 / 42.0
inverters: 9 / 33.8 / 1.45
repair buffers: 13 / 123 / 5.25
## state kept, by name, indices dropped and copies added (netlist names)
name        cells
set_time       20
next_state      1
charge          1
Trigger         1
counter        20
state           1
## kinds of logic after synthesis
kind of cell / Yosys count / share of synthesized area (%)
XOR/XNOR: 13 / 5.37
AND-OR/OR-AND: 44 / 13.2
AND/OR/NAND/NOR: 106 / 28.9
flip-flops: 24 / 32.1
adder cells (fa/ha/maj): 2 / 1.18
buffers and inverters: 19 / 3.60
latches: 20 / 14.2
multiplexers: 3 / 1.53
## per-stage QoR
stage | hold slack [ns] | total power [µW]
after global placement | 0.316 | 463
after global routing | 0.351 | 720
after floorplan | 0.310 | 431
final | 0.343 | 686
after detailed placement | 0.324 | 467
after CTS | 0.346 | 688
## cell usage in the layout, fill, tap and decap left out, types with 2 or more instances in the layout
cell / netlist / final
sky130_fd_sc_hd__a21o_1: 3 / 3
sky130_fd_sc_hd__a21oi_1: 17 / 17
sky130_fd_sc_hd__a31oi_1: 4 / 4
sky130_fd_sc_hd__and2_1: 3 / 3
sky130_fd_sc_hd__and3_1: 2 / 2
sky130_fd_sc_hd__buf_4: 0 / 3
sky130_fd_sc_hd__clkbuf_8: 0 / 3
sky130_fd_sc_hd__clkdlybuf4s50_1: 0 / 10
sky130_fd_sc_hd__dfxtp_1: 4 / 4
sky130_fd_sc_hd__dlxtn_1: 20 / 20
sky130_fd_sc_hd__edfxtp_1: 20 / 20
sky130_fd_sc_hd__ha_1: 2 / 2
sky130_fd_sc_hd__inv_1: 9 / 9
sky130_fd_sc_hd__mux2_2: 2 / 2
sky130_fd_sc_hd__nand2_1: 15 / 15
sky130_fd_sc_hd__nand3_1: 11 / 11
sky130_fd_sc_hd__nand3b_1: 2 / 2
sky130_fd_sc_hd__nand4_1: 7 / 7
sky130_fd_sc_hd__nor2_1: 27 / 27
sky130_fd_sc_hd__nor2b_1: 2 / 2
sky130_fd_sc_hd__nor3_1: 6 / 6
sky130_fd_sc_hd__nor4_1: 6 / 6
sky130_fd_sc_hd__o21ai_0: 7 / 7
sky130_fd_sc_hd__or2_2: 6 / 6
sky130_fd_sc_hd__or4_1: 3 / 3
sky130_fd_sc_hd__xnor2_1: 11 / 11
sky130_fd_sc_hd__xor2_1: 2 / 2
## layer usage
| layer | track usage, % | vias up |
|---|---|---|
| met3 | 2.74 | 6 |
| met4 | 3.19 | 0 |
| met2 | 35.5 | 47 |
| met5 | 0 | - |
| li1 | - | 858 |
| met1 | 35.4 | 832 |
## where the power goes
group	internal [µW]	leakage, µW	switching, µW
Combinational	50.9	0.000419	58.0
Clock	141	0.0000357	83.5
Sequential	323	0.000423	30.3
## final timing paths
check	endpoint
worst max-delay path	counter[19]
worst min-delay path	state
worst max register to register	counter[19]
worst min register to register	state
Power is estimated from default activity; no workload was simulated.
