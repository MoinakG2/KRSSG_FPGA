==> ./design.v <==
`timescale 1ns / 1ps
module Control_unit( input clk , input reset ,input [7:0]data, input receive_flag , output [7:0]Motor1,
	output [7:0]Motor2,output [7:0]Motor3,output [7:0]Motor4, output charge_flag , output [6:0]kick_charge ,output dribller);
reg [7:0]Motor1 = 0; 
reg [7:0]Motor2 = 0;
reg [7:0]Motor4 = 0;
reg [7:0]Motor3 = 0;
reg [2:0]count = 0;
reg [7:0]Kicker = 0;
reg charge_flag = 0;
reg [7:0]key = 0 ;
always @ (posedge clk)
begin
	if (reset)
	begin
		Motor1 <= 0;
		Motor2 <= 0;
		Motor3 <= 0;
		Motor4 <= 0;
		Kicker <=0;
		count <=0;
		key<=0;
		charge_flag <=0;
	end
	else	if(receive_flag)	
	begin
			case (count)
			   3'b000 : begin key <= data;	count <= count + 1;	end		
				3'b001 : if(key == 255) begin Motor1 <= data  ;count <= count + 1;end else begin count <=0;end
				3'b010 : if(key == 255) begin Motor2 <= data ;count <= count + 1;end else begin count <=0;end
				3'b011 : if(key == 255) begin Motor3 <= data ;count <= count + 1;end else begin count <=0;end
				3'b100 : if(key == 255) begin Motor4 <= data ;count <= count + 1; end else begin count <=0;end
		      3'b101 : if(key == 255) begin Kicker <=data ; key <= 0; count <= 0;end
			endcase
	end
	if (Kicker[6:0] != 0)
	begin 
		charge_flag <= 1;
	end
	else 
	begin
		charge_flag <= 0; 
	end
end
assign kick_charge = Kicker[6:0];
assign dribller = Kicker[7];
endmodule
==> ./run.sh <==
#!/bin/bash
# OpenROAD 26Q1-2900-gdf79404cd8, Yosys 0.63+post, stock flow scripts
make -C /OpenROAD-flow-scripts/flow DESIGN_CONFIG=/design/flow/config.mk WORK_HOME=/design/flow/orfs finish
==> ./config.mk <==
export PLATFORM = sky130hd
export DESIGN_NAME = Control_unit
export DESIGN_NICKNAME = Control_unit
export VERILOG_FILES = /design/flow/design.v
export SDC_FILE = /design/flow/constraint.sdc
export NUM_CORES = 4
export LEC_CHECK = 1
export CORE_UTILIZATION = 30
==> ./constraint.sdc <==
current_design Control_unit

set clk_period 3.5
set clk_io_pct 0.2

create_clock -name clk0 -period $clk_period [get_ports {clk}]

set non_clock_inputs [all_inputs -no_clocks]
set_input_delay [expr $clk_period * $clk_io_pct] -clock clk0 $non_clock_inputs
set_output_delay [expr $clk_period * $clk_io_pct] -clock clk0 [all_outputs]
==> results.txt <==
Physical implementation

The run finished with clean final reports. The final cell count without fillers is 363. The worst slew margin relative to its limit is 0.4791.

The slack of the worst reg-to-reg path is 1.53 ns. The analysis attributes to cell leakage a power of 1.034 nW. The number of endpoints failing setup at the final stage is 0. The number of flops mapped to enable cells by yosys is 0.

The worst setup path is captured at a flip-flop. The biggest cell delay along the critical path is 0.81 ns. The total negative slack for setup checks is 0 ns. The root cell of the clock tree is clkbuf_8. Before CTS, the worst setup slack after placement is 0.7316 ns.

Among all stages on the critical path, the largest delay is contributed by nor4_4. The synthesized netlist was found by Yosys to have 215 cells. The detailed router finished its first iteration with 76 violations. The synthesized instance count is 215. The vias after detailed routing is 1670. The analysis reports a worst IR drop on VDD of 210.7 uV. The proportion of register bits with asynchronous set or reset after synthesis is 0. The report puts the cell count of the worst reg-to-reg path at 6. For this run, global-route usage on met2 was measured as 0.2072.

Setup repair after global routing left no endpoint under its margin. The H-tree depth is 2. The number of buffers and inverters on the critical path is 2. The total track usage is 0.1386. Once placement completed, the tool counted placed cells totaling 355. For this configuration, the core starts out at a cell density of 0.3186. Endpoints failing hold in the final report were tallied at 0.

Summed over all instances, the cell type with the most area after synthesis is dfxtp_1. TritonRoute output was used to compute an average wire per cell of 14.09 um. The proportion of synthesized chip area in sequential cells is 0.4706. The gate family responsible for the most delay along the worst path is simple AND/OR/NAND/NOR gates. The clock edge transition at the registers on the reported setup and hold paths is 0.09 ns. The remaining number of nets flagged by the antenna check after routing is 0. 0 antenna diodes ended up in the layout. In this run, post-CTS repair resized a total of 0 instances. Walking the worst path, the cells encountered are clkdlybuf4s50_1 -> inv_1 -> nor4_4 -> mux2i_1 -> nor2_2.

The detail-routed via count per cell is 4.601. The layout has 684 filler cells. The half-perimeter wire length after placement is 3526 um.

Per the OpenROAD floorplan log, the height of the die is 87.87 um. The final non-filler cell area is 0.002905 sq mm. The end point of the worst hold path is charge_flag$_DFF_P_. The cell area reported after detailed placement is 0.002819 sq mm. The ratio of cells with drive above 1 in the final layout is 0.1610. The critical path data arrival time is 2.63 ns. The total power of the final layout is 1.174 mW. The dominant cell by count in the synthesized netlist is dfxtp_1. The critical path data required time is 3.69 ns.

The final worst clock skew is 0.005126 ns. Per the timing report, the achievable frequency comes out to 410.3 MHz. The floorplan step defined a die boundary enclosing 0.007721 sq mm. STA classifies the critical path startpoint as a primary input. Once routing completed, OpenROAD measured the worst setup slack at 1.062 ns. TritonCTS built the clock tree. The number of synthesized register bits is 52. The count of buffers from port buffering is 51. The kind of path behind the tightest hold check is flip-flop to flip-flop. For reference, the placement row count at floorplan is 30.

The worst-path maximum fanout is 14. The tally of OpenROAD warnings is 28. The core footprint is 0.006944 sq mm. According to the Yosys statistics, the synthesized design has a chip area of 0.002212 sq mm. After clock tree synthesis, the flow added hold-fix buffers numbering 0. The critical path crosses 5 cells after its start point. Compared with the post-synthesis result, the final layout area differs by 31.33%. The global routing met1 resource utilization is 0.2141. Counting the warning lines in the Yosys log gives 1. The measured slew at the worst slew-check pin is 0.7755 ns.

The pin count of the biggest net entering global routing is 34. The top cell type's share of synthesized area is 0.4706. The launch point of the worst reg-to-reg path is count[0]$_SDFFE_PP0P_. The number of violations of the max-capacitance limit is 0.

The worst min-delay path startpoint is Kicker[2]$_SDFFE_PP0P_. Post-synth the commonest register cell is dfxtp_1. The residual DRC count is 0.

Counting I/O delays and the setup requirement, the final critical path takes 2.438 ns. The total routed wirelength is 5115 um. The iteration count of the initial detailed-routing pass is 4. For reference, the post-synthesis area per instance comes to 10.29 sq um. The CTS report gives the tree buffer count as 5. The overall overflow remaining after global route is 0. The clock net sink count is 52.

The final core area utilization is 0.4184. The first global-routing pass estimated 7983 um of wire. The met3 usage is 0.03626.

The global placer's final weighted congestion is 0.8063. The post-CTS setup buffer count is 0. The area of the mapped netlist is 0.002212 sq mm. Dividing total power by cell area gives a power density of 404.2 mW/mm^2. Dividing the final minimum period by the clock period gives 0.6964. The clock latency on the worst-skew pair is 0.30 ns. Sorting the synthesized cells by area gives the leading types as dfxtp_1 (47%), mux2i_1 (19%), nor2_2 (6.8%). The number of global-route vias before repair is 1542. The floorplan die width is 87.87 um. The capture instance of the worst register-to-register path is count[2]$_SDFFE_PP0P_. Hold timing on the final database bottoms out at a slack of 0.4992 ns. The worst setup path category is primary input to flip-flop.

The final tally of max-slew violations is 0. The global-route layer with the greatest usage is met1. By count the netlist is led by dfxtp_1 (52), mux2i_1 (41), nor2_2 (24). The floorplan report gives the top-level pin count as 52. In this run the deepest clock path goes through 2 buffers. The count of different cell masters after synthesis is 28.

The initial antenna violation count is 0. The hold path depth is 2.
==> where the power goes <==
group	switching, mW	total (mW)	internal [mW]
logic	0.115	0.183	0.0675
registers	0.0318	0.649	0.617
clock network	0.200	0.343	0.143
total	0.347	1.17	0.828
==> cells by family after synthesis <==
| kind of cell | share of synthesized area |
|---|---|
| buf+inv | 0.02206 |
| flops | 0.4706 |
| simple gates | 0.2500 |
| mux | 0.1855 |
| fa+ha+maj | 0.02828 |
| compound gates | 0.04356 |
==> per-layer routing <==
layer,routed length (um),vias to the layer above,part of all wire
met5,0,-,0
met4,36,0,0.0070
met3,317,4,0.062
met1,2481,777,0.49
met2,2279,37,0.45
li1,-,852,-
==> final cells by class <==
type	count	area (sq um)	area share
Sequential cell	52	1041	0.3583
Inverter	4	15.01	0.005168
Timing Repair Buffer	53	520.5	0.1792
Clock buffer	6	72.57	0.02498
Tap cell	96	120.1	0.04134
Clock inverter	2	13.76	0.004737
Multi-Input combinational cell	150	1122	0.3863
==> registers in the layout, indices dropped and copies added (netlist names) <==
| register | count |
|---|---|
| Kicker | 8 |
| Motor1 | 8 |
| Motor2 | 8 |
| Motor3 | 8 |
| Motor4 | 8 |
| charge_flag | 1 |
| count | 3 |
| key | 8 |
==> worst max path at each step <==
| stage | start | endpoint | slack, ns |
|---|---|---|---|
| final | receive_flag | Motor1[5]$_SDFFE_PP0P_ | 1.06 |
| after CTS | receive_flag | Motor1[5]$_SDFFE_PP0P_ | 1.05 |
| after global routing | receive_flag | Motor1[7]$_SDFFE_PP0P_ | 0.97 |
==> placed cells by master, fill, tap and decap left out, types with 2 or more instances in the layout <==
master and count:
inv_1 4, nand4_4 2, clkbuf_8 5, nand2_1 19, buf_4 2, mux2i_1 41, dfxtp_1 52, nor4_4 4
clkdlybuf4s50_1 50, or3_1 2, ha_1 5, nand2b_1 3, a31oi_1 8, nand3_1 8, nor2_1 18, nor3_1 2
o22ai_1 3, nor2_2 24
==> worst register-to-register path: cells and delay by family, from the launching register on <==
family / cells / cell delay, ns
and+or+nand+nor: 1 / 0.51
muxes: 1 / 0.34
AOI/OAI and AO/OA: 2 / 0.24
DFF: 1 / 0.35
adders and majority gates: 2 / 0.42
Power and IR drop assume default switching activity.
