$ cat flow/config.mk
export PLATFORM = sky130hd
export DESIGN_NAME = uart_rx_module
export DESIGN_NICKNAME = uart_rx_module
export VERILOG_FILES = /design/flow/design.v
export SDC_FILE = /design/flow/constraint.sdc
export NUM_CORES = 4
export LEC_CHECK = 1
export CORE_AREA = 10 10 97 97
export DIE_AREA = 0 0 107 107
$ cat flow/constraint.sdc
current_design uart_rx_module

set clk_period 2.9
set clk_io_pct 0.2

create_clock -name clk0 -period $clk_period [get_ports {clk}]

set non_clock_inputs [all_inputs -no_clocks]
set_input_delay [expr $clk_period * $clk_io_pct] -clock clk0 $non_clock_inputs
set_output_delay [expr $clk_period * $clk_io_pct] -clock clk0 [all_outputs]
$ cat flow/design.v
`timescale 1ns / 1ps
module uart_rx_module(input clk,
	input data_line,
	output data_flag,
	output [7:0]data_byte
    );
parameter CLKS_PER_BIT = 3'b111;
parameter S_IDLE = 3'b000;
parameter S_START = 3'b001;
parameter S_DATA = 3'b010;
parameter S_PARITY = 3'b011;
parameter S_STOP = 3'b100;
parameter S_CLEANUP = 3'b101;
reg [2:0]current_state = 3'b000;
reg current_data;
reg current_data_temp;
reg [3:0]clk_counter = 4'b0000;
reg [2:0]bit_index = 3'b000;
reg [7:0]data = 8'b00000000;
reg flag = 1'b0;
always@(posedge clk)
begin
	current_data_temp <= data_line;
	current_data <= current_data_temp;
end
always@(posedge clk)
begin
	case(current_state)
		S_IDLE:
			begin
				if(current_data == 0)
				begin
					current_state <= S_START;
					clk_counter <= 0;
					bit_index <= 0;
					flag <= 0;
				end
				else
					current_state <= S_IDLE;
			end
		S_START:
			begin
				if (clk_counter == (CLKS_PER_BIT>>1))
				begin
					if (current_data == 0)
					begin
						current_state <= S_DATA;
						clk_counter <= 0;
					end
					else
						current_state <= S_IDLE;
				end
				else
				begin
					clk_counter <= clk_counter + 1;
					current_state <= S_START;
				end
			end
		S_DATA:
			begin
				if (clk_counter == CLKS_PER_BIT)
				begin
					clk_counter <= 0;
					data[bit_index] <= current_data;
					if (bit_index == 7)
					begin
						current_state <= S_STOP;
						bit_index <= 0;
					end
					else
					begin
						bit_index <= bit_index + 1;
						current_state <= S_DATA;
					end
				end
				else
				begin
					clk_counter <= clk_counter + 1;
					current_state <= S_DATA;
				end
			end
		S_STOP:
			begin
				if (clk_counter == CLKS_PER_BIT)
				begin
					clk_counter <= 0;
					flag <= 1;
					current_state <= S_CLEANUP;
				end
				else
				begin
					clk_counter <= clk_counter + 1;
					current_state <= S_STOP;
				end
			end
		S_CLEANUP:
			begin
				if (clk_counter == (CLKS_PER_BIT>>1))
				begin
					clk_counter <= 0;
					current_state <= S_IDLE;
					data <= 8'b00000000;
					flag <= 0;
				end
				else
				begin
					clk_counter <= clk_counter + 1;
					current_state <= S_CLEANUP;
				end
			end
		default:
			begin
				current_state <= S_IDLE;
			end
	endcase
end
assign data_byte = data;
assign data_flag = flag;
endmodule
$ cat flow/run.sh
#!/bin/bash
# OpenROAD 26Q1-2900-gdf79404cd8, Yosys 0.63+post, stock flow scripts
make -C /OpenROAD-flow-scripts/flow DESIGN_CONFIG=/design/flow/config.mk WORK_HOME=/design/flow/orfs finish
==> results.toml <==
# physical design summary
[floorplanning]
fp.dieW_um = 107
rows = 31
die-area_um2 = 11400
core_area_um2 = 7290
die_y_um = 107
fp-utilization_pct = 18.3
io_pins = 11

[synthesis]
yosysCellCount = 127
syn-instance-count = 127
synthXorXnorAreaFrac_pct = 3.75
logic_family = "AND-OR/OR-AND gates"
ys_seq_share_pct = 43.5
yosys.cell_types.count = 47
ys_area_um2 = 1340
ys.flops = 21
fa_ha_area_share_pct = 4.69
synthArstFlopShare_pct = 0
synth.avg_cell_area_um2 = 10.5
ys_sh_simple_pct = 19.4
edf_count = 16
syn_area_um2 = 1340
synthMuxAreaShare_pct = 0.750
ys_warn_count = 1
synth-compound-area-share_pct = 20.7
ys_dominant_reg_cell = "edfxtp_1"

[routing]
drt_first_pass_iters = 4
route.vias.total = 968
drt-initial-drc-count = 47
routed_via_density = 4.21
drc = 0
antenna_left = 0
routed_wirelength_um = 2630
wl_per_cell_um = 11.4
diodes = 0

[run_status]
status = "completed"

[worst_setup_path]
worstSetupEndpointType = "flop"
crit_type = "flop to flop"
cp.arrival_ns = 2.00
startpoint_type = "flop"
worstPathRequired_ns = 2.79
path_max_fanout = 13

[timing]
slew_violations = 0
rsz0062_at_grt = "false"
min_period_ns = 2.11
finalClockSkew_ns = 0.00301
finalSetupViolations = 0
hold_viol_final = 0
whs_ns = 0.331
post-route-period-util_pct = 72.6
tightest_slew_ns = 0.766
fin_tns_setup_ns = 0
clock.fmax_mhz = 475
relSlewSlack_pct = 48.9

[worst_hold_path]
hold_path_class = "flop to flop"

[placement]
portBuffers = 10
gp_congestion = 0.773
place.detailed.hpwl_um = 1880

[global_route]
grt_start_max_net_pins = 14
overflow = 0
antenna_found_initial = 0
grt_pass1_wl_um = 4260
grt_pass1_vias = 893
grt_usage_pct = 4.49

[cells_and_area]
final_cell_mix = "edfxtp_1, a21oi_1, clkdlybuf4s50_1, inv_1"
final_common_cell = "edfxtp_1"
areaGrowthSynthToFinish_pct = 15.6
drive_gt1_share_pct = 11.5

[power]
ir_drop_mv = 0.233
clockPowerShare_pct = 17.1
seqPwrFrac_pct = 48.0
switchingPower_mw = 0.399
powerDensity_nw_per_um2 = 718
p_leak_nw = 0.520
p_sw_share_pct = 36.0
p_int_mw = 0.709
pwr-share-comb_pct = 34.9

[clock_network]
clkTransAtPathRegs_ns = 0.08
cts-root-buf = "clkbuf_8"
cts_tree = "built"
post_cts.repair.setup_buffers = 0
cts.sinks = 21
cts_hold_buf = 0
cts_buffers = 3
cts-htree-levels = 1
cts_resized = 0
clk-insertion-delay-late_ns = 0.26
clock_path_buffers = 2

[run]
maxCapViolCount = 0
warnings = 27
==> state kept, by name, summed over array words and instances, names as in the netlist <==
register           count
data                   8
clk_counter            4
bit_index              3
current_state          3
current_data           1
current_data_temp      1
flag                   1
==> layer usage <==
metal  share of wire [%]  up-vias  track usage (%)
li1                    -      482                -
met1                  48      471             6.14
met2                  46       13             7.02
met3                 5.1        2             1.58
met4                0.30        0            0.290
met5                   0        -                0
==> power groups by stage <==
stage / logic, mW / registers [mW] / clock network, mW
final: 0.387 / 0.531 / 0.189
after global routing: 0.435 / 0.546 / 0.213
after CTS: 0.389 / 0.533 / 0.201
==> worst max-delay path, cell delays in order (launching register included) <==
cell	delay, ns
dfxtp_1	0.60
and3b_1	0.42
nand2_1	0.09
a21oi_1	0.63
==> cell families (layout without fill, tap and decap cells) <==
logic type | after synthesis | after routing
muxes | 1 | 1
xor gates and xnor gates | 4 | 4
buffers and inverters | 19 | 23
AOI/OAI and AO/OA | 39 | 39
adders and majority gates | 5 | 5
and+or+nand+nor | 38 | 38
DFF | 21 | 21
==> synth_stat cells, types with 2 or more instances <==
library cell	instances	area share [%]
nor3b_1	3	1.7
buf_2	5	1.9
o211ai_1	2	1.1
nand4_1	4	1.9
and3b_1	2	1.3
nor3b_2	3	2.8
edfxtp_1	16	36
nor2_1	4	1.1
buf_4	5	2.8
o2111ai_1	2	1.3
nor2b_1	4	1.9
a31oi_1	3	1.4
nor3_1	3	1.1
inv_1	8	2.2
o21ai_0	5	1.9
o22ai_1	2	0.94
nand2_1	5	1.4
ha_1	5	4.7
a21oi_1	10	3.7
nand2b_1	3	1.4
o31ai_1	3	1.7
dfxtp_1	5	7.5
==> final timing paths <==
check | startpoint | endpoint | slack [ns] | cells past startpoint
worst max-delay path | current_state[0]$_DFF_P_ | data[1]$_SDFFCE_PP0P_ | 0.79 | 3
worst min-delay path | current_data_temp$_DFF_P_ | current_data$_DFF_P_ | 0.33 | 0
worst max register to register | current_state[0]$_DFF_P_ | data[1]$_SDFFCE_PP0P_ | 0.79 | 3
worst min register to register | current_data_temp$_DFF_P_ | current_data$_DFF_P_ | 0.33 | 0
==> area by class of cell <==
cell class,instances,area [um2]
multi-input combinational,87,658
clock buffer,3,41.3
clock inverter,1,5.00
tap,99,124
inverter,9,33.8
fill,833,5750
timing repair buffer,10,100
sequential,21,581
==> stage by stage <==
step,instances,util [%],area [um2],power [mW],worst slack (ns)
4_1_cts,230,21.2,1540,1.12,0.812
3_3_place_gp,226,20.5,1500,0.921,0.918
2_1_floorplan,127,-,1340,0.840,1.21
3_5_place_dp,226,20.5,1500,0.924,0.830
6_report,230,21.2,1540,1.11,0.794
5_1_grt,230,21.2,1540,1.19,0.658
Power and IR drop assume default switching activity.
